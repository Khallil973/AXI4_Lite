<file path="design/flow/design.v">
module axi_master (
    input wire clk,
    input wire arst_n,
    input wire start_write,
    input wire start_read,
    input wire [31:0] write_data,
    input wire [31:0] write_address_M,
    input wire [31:0] read_address,
    output reg [31:0] read_data,
    output reg write_done,
    output reg read_done,
    output reg [31:0] M_AXI_AWADDR,
    output reg M_AXI_AWVALID,
    input wire M_AXI_AWREADY,
    output reg [31:0] M_AXI_WDATA,
    output reg [3:0] M_AXI_WSTRB,
    output reg M_AXI_WVALID,
    input wire M_AXI_WREADY,
    input wire [1:0] M_AXI_BRESP,
    input wire M_AXI_BVALID,
    output reg M_AXI_BREADY,
    output reg [31:0] M_AXI_ARADDR,
    output reg M_AXI_ARVALID,
    input wire M_AXI_ARREADY,
    input wire [31:0] M_AXI_RDATA,
    input wire [1:0] M_AXI_RRESP,
    input wire M_AXI_RVALID,
    output reg M_AXI_RREADY
);
reg start_write_reg;
always @(posedge clk or negedge arst_n) begin
    if (!arst_n) begin
        M_AXI_AWVALID <= 0;
        M_AXI_WVALID  <= 0;
        M_AXI_BREADY  <= 0;
        M_AXI_ARVALID <= 0;
        M_AXI_RREADY  <= 0;
        write_done    <= 0;
        read_done     <= 0;
    end 
    else begin
        if (start_write) begin
            M_AXI_AWADDR  <= write_address_M;
            M_AXI_AWVALID <= 1;
            M_AXI_WDATA   <= write_data;
            M_AXI_WVALID  <= 1;
            M_AXI_WSTRB   <= 4'b1111;  
            write_done    <= 0;  
        end
        if (M_AXI_AWREADY && M_AXI_AWVALID) 
            M_AXI_AWVALID <= 0;  
        if (M_AXI_WREADY && M_AXI_WVALID) 
            M_AXI_WVALID <= 0;  
        if (M_AXI_BVALID) begin
            M_AXI_BREADY <= 1;  
            write_done   <= 1;  
        end 
        else 
            M_AXI_BREADY <= 0;  
        if (start_read) begin
            M_AXI_ARADDR  <= read_address;
            M_AXI_ARVALID <= 1;
            read_done     <= 0;  
        end
        if (M_AXI_ARREADY && M_AXI_ARVALID) 
            M_AXI_ARVALID <= 0;  
        if (M_AXI_RVALID) begin
            M_AXI_RREADY <= 1;  
            read_data    <= M_AXI_RDATA;  
            read_done    <= 1;  
        end 
        else 
            M_AXI_RREADY <= 0;  
    end
end
endmodule
module axi_slave (
    input wire clk,
    input wire arst_n,
    input wire [31:0] S_AXI_AWADDR,
    input wire S_AXI_AWVALID,
    output reg S_AXI_AWREADY,
    input wire [31:0] S_AXI_WDATA,
    input wire [3:0] S_AXI_WSTRB,
    input wire S_AXI_WVALID,
    output reg S_AXI_WREADY,
    output reg [1:0] S_AXI_BRESP,
    output reg S_AXI_BVALID,
    input wire S_AXI_BREADY,
    input wire [31:0] S_AXI_ARADDR,
    input wire S_AXI_ARVALID,
    output reg S_AXI_ARREADY,
    output reg [31:0] S_AXI_RDATA,
    output reg [1:0] S_AXI_RRESP,
    output reg S_AXI_RVALID,
    input wire S_AXI_RREADY
);
    reg [31:0] memory [0:255];
    reg [31:0] write_address_S;
    reg [31:0] read_address_S;
    reg write_in_progress_S;
    reg [31:0] debug_mem_value;
    integer i;
    always @(posedge clk or negedge arst_n) begin
        if (!arst_n) begin
            for (i = 0; i < 256; i = i + 1) begin
                memory[i] <= 32'h00000000;  
            end
        end
    end
    always @(posedge clk or negedge arst_n) begin
        if (!arst_n) begin
            S_AXI_AWREADY <= 0;
            S_AXI_WREADY <= 0;
            S_AXI_BVALID <= 0;
            S_AXI_BRESP <= 2'b00;
            S_AXI_ARREADY <= 0;
            S_AXI_RVALID <= 0;
            S_AXI_RRESP <= 2'b00;
            write_in_progress_S <= 0;
            debug_mem_value <= 32'h00000000;
        end else begin
            if (S_AXI_AWVALID && !S_AXI_AWREADY) begin
                write_address_S <= S_AXI_AWADDR; 
                S_AXI_AWREADY <= 1;
            end
            if (S_AXI_AWREADY && S_AXI_AWVALID) begin
                S_AXI_AWREADY <= 0;  
                write_in_progress_S <= 1;  
            end
            if (write_in_progress_S && S_AXI_WVALID && !S_AXI_WREADY) begin
                S_AXI_WREADY <= 1;
                memory[write_address_S] <= S_AXI_WDATA;  
            end
            if (S_AXI_WREADY && S_AXI_WVALID) begin
                S_AXI_WREADY <= 0;
                write_in_progress_S <= 0;
                S_AXI_BRESP <= 2'b00;  
                S_AXI_BVALID <= 1;
                debug_mem_value <= S_AXI_WDATA;
            end
            if (S_AXI_BVALID && S_AXI_BREADY) begin
                S_AXI_BVALID <= 0;
            end
            if (S_AXI_ARVALID && !S_AXI_ARREADY) begin
                read_address_S <= S_AXI_ARADDR; 
                S_AXI_ARREADY <= 1;
            end
            if (S_AXI_ARREADY && S_AXI_ARVALID) begin
                S_AXI_ARREADY <= 0;  
                S_AXI_RDATA <= memory[read_address_S];  
                S_AXI_RRESP <= 2'b00;  
                S_AXI_RVALID <= 1;
            end
            if (S_AXI_RVALID && S_AXI_RREADY) begin
                S_AXI_RVALID <= 0;
            end
        end
    end
endmodule
module axi_lite_top (
    input wire clk,
    input wire arst_n,
    input wire start_write,
    input wire start_read,
    input wire [31:0] write_data,
    input wire [31:0] write_address_M,
    input wire [31:0] read_address,
    output wire [31:0] read_data,
    output wire write_done,
    output wire read_done
);
    wire [31:0] axi_awaddr;
    wire axi_awvalid;
    wire axi_awready;
    wire [31:0] axi_wdata;
    wire [3:0] axi_wstrb;
    wire axi_wvalid;
    wire axi_wready;
    wire [1:0] axi_bresp;
    wire axi_bvalid;
    wire axi_bready;
    wire [31:0] axi_araddr;
    wire axi_arvalid;
    wire axi_arready;
    wire [31:0] axi_rdata;
    wire [1:0] axi_rresp;
    wire axi_rvalid;
    wire axi_rready;
    axi_master master (
        .clk(clk),
        .arst_n(arst_n),
        .start_write(start_write),
        .start_read(start_read),
        .write_data(write_data),
        .write_address_M(write_address_M),
        .read_address(read_address),
        .read_data(read_data),
        .write_done(write_done),
        .read_done(read_done),
        .M_AXI_AWADDR(axi_awaddr),
        .M_AXI_AWVALID(axi_awvalid),
        .M_AXI_AWREADY(axi_awready),
        .M_AXI_WDATA(axi_wdata),
        .M_AXI_WSTRB(axi_wstrb),
        .M_AXI_WVALID(axi_wvalid),
        .M_AXI_WREADY(axi_wready),
        .M_AXI_BRESP(axi_bresp),
        .M_AXI_BVALID(axi_bvalid),
        .M_AXI_BREADY(axi_bready),
        .M_AXI_ARADDR(axi_araddr),
        .M_AXI_ARVALID(axi_arvalid),
        .M_AXI_ARREADY(axi_arready),
        .M_AXI_RDATA(axi_rdata),
        .M_AXI_RRESP(axi_rresp),
        .M_AXI_RVALID(axi_rvalid),
        .M_AXI_RREADY(axi_rready)
    );
    axi_slave slave (
        .clk(clk),
        .arst_n(arst_n),
        .S_AXI_AWADDR(axi_awaddr),
        .S_AXI_AWVALID(axi_awvalid),
        .S_AXI_AWREADY(axi_awready),
        .S_AXI_WDATA(axi_wdata),
        .S_AXI_WSTRB(axi_wstrb),
        .S_AXI_WVALID(axi_wvalid),
        .S_AXI_WREADY(axi_wready),
        .S_AXI_BRESP(axi_bresp),
        .S_AXI_BVALID(axi_bvalid),
        .S_AXI_BREADY(axi_bready),
        .S_AXI_ARADDR(axi_araddr),
        .S_AXI_ARVALID(axi_arvalid),
        .S_AXI_ARREADY(axi_arready),
        .S_AXI_RDATA(axi_rdata),
        .S_AXI_RRESP(axi_rresp),
        .S_AXI_RVALID(axi_rvalid),
        .S_AXI_RREADY(axi_rready)
    );
endmodule
</file>
<file path="design/flow/run.sh">
#!/bin/bash
# OpenROAD 26Q1-2900-gdf79404cd8, Yosys 0.63+post, stock flow scripts
make -C /OpenROAD-flow-scripts/flow DESIGN_CONFIG=/design/flow/config.mk WORK_HOME=/design/flow/orfs finish
</file>
<file path="design/flow/config.mk">
export PLATFORM = sky130hd
export DESIGN_NAME = axi_lite_top
export DESIGN_NICKNAME = axi_lite_top
export VERILOG_FILES = /design/flow/design.v
export SDC_FILE = /design/flow/constraint.sdc
export NUM_CORES = 4
export LEC_CHECK = 1
export CORE_AREA = 10 10 76 76
export DIE_AREA = 0 0 86 86
</file>
<file path="design/flow/constraint.sdc">
current_design axi_lite_top

set clk_period 1.0
set clk_io_pct 0.2

create_clock -name clk0 -period $clk_period [get_ports {clk}]

set non_clock_inputs [all_inputs -no_clocks]
set_input_delay [expr $clk_period * $clk_io_pct] -clock clk0 $non_clock_inputs
set_output_delay [expr $clk_period * $clk_io_pct] -clock clk0 [all_outputs]
</file>
==> impl_metrics.ini <==
; generated from flow reports
[pwr]
power_density_nw_per_um2 = 2480
finalPower_mw = 1.80
p_comb_share_pct = 18.8
pwr-share-clk_pct = 25.3
vdd_drop_max_mv = 0.399
leakagePower_nw = 0.380
p_seq_share_pct = 55.9
switchingPower_uw = 505
switching_share_pct = 28.1
internal_power_mw = 1.29

[floorplanning]
dieArea_um2 = 7400
initial_core_util_pct = 16.8
io_pins = 134
die_h_um = 86
coreArea_um2 = 4120
rows = 23
chipWidth_um = 86

[critical_path]
crit_required_ns = 0.80
reg2reg_setup_slack_ns = 0.25
worstSetupPathType = reg -> out
critPathTopFamily = flip-flops
reg2regPathDepth = 2
r2r_end = slave.S_AXI_WREADY
crit_fanout = 2
crit_path_top_delay_cell = dfrtp_1
path_cells = buf_2
crit_buf_inv = 1
critPathLaunchType = flip-flop
endpoint_kind = primary output
critPathMaxStageDelay_ns = 0.37
r2r_start = slave.S_AXI_WREADY
arrival_ns = 0.72

[sta]
rsz0062_at_grt = false
setup_violations = 0
skew_ns = 0.00215
slew_viol_final = 0
final.period_utilization_pct = 91.8
report.final.hold_viol_count = 0
min_period_ns = 0.918
max_clock_freq_mhz = 1090

[clock_network]
cts.sinks = 13
root_buffer = clkbuf_8
htreeDepth = 1
clockBufferDepth = 2
cts_buffers = 3
insertion_delay_ns = 0.24
hold_buffers = 0
tritoncts = built
cts.clk_slew.worst_paths_ns = 0.05
cts_setup_buffers = 0

[logic_synthesis]
ys_cells = 64
ys_sh_simple_pct = 2.17
synthTopLogicFamily = buffers and inverters
synth_seq_share_pct = 46.9
yosys-stat-area_um2 = 693
ys_sh_adder_pct = 0
area_leaders = dfrtp_1, buf_4, mux2i_1
synth_cells = 64
yosys.area.top_type_share_pct = 46.9
aoi_share_pct = 4.33
mux_share_pct = 7.22
syn_area_per_cell_um2 = 10.8
xor_share_pct = 2.53
yosys.area.top_type = dfrtp_1
yosysWarnings = 16400
synth_area_um2 = 693
synth.distinct_cells = 11
ys_ff = 13

[final_layout]
nFillCells = 455
synthToLayoutAreaGrowth_pct = 4.51
drive_gt1_share_pct = 8.22
utilization_pct = 17.6

[routing]
drt_iter0_drc = 13
postRouteAntennaNets = 0
wl_per_cell_um = 8.95
drc_errors = 0
num_vias = 325
n_antenna_cell = 0
routed_wl_um = 1100
via_per_inst = 2.64
firstDrtPassIters = 3

[placement]
gp_congestion = 0.693
io_buffers = 5
dpl.hpwl_um = 928

[run]
drv_cap = 0
warnings = 121

[global_routing]
track_usage_pct = 2.86
overflow = 0
grt_pass1_wl_um = 1840
antenna_found_initial = 0
grt_max_degree = 14
grt_pass1_vias = 427

[outcome]
status = finished clean

[min_path]
hold_class = in -> async
[cell type report]
| cell class | count | area [um^2] | share of cell area [%] |
|---|---|---|---|
| repair buffers | 6 | 47.5 | 6.56 |
| multi-input cells | 47 | 233 | 32.1 |
| clock buffers | 4 | 45.0 | 6.22 |
| flip-flops and latches | 13 | 325 | 44.9 |
| inverters | 3 | 11.3 | 1.55 |
| well taps | 50 | 62.6 | 8.64 |
[sequential cells by signal, summed over array words and instances (netlist names)]
name                       cells
slave.S_AXI_BVALID             1
slave.S_AXI_WREADY             1
master.read_done               1
master.M_AXI_RREADY            1
master.M_AXI_BREADY            1
master.M_AXI_WVALID            1
master.M_AXI_AWVALID           1
master.M_AXI_ARVALID           1
slave.S_AXI_RVALID             1
slave.S_AXI_AWREADY            1
master.write_done              1
slave.S_AXI_ARREADY            1
slave.write_in_progress_S      1
[timing repair]
action,4_1_cts,5_1_grt
gates resized,5,1
setup endpoints to repair,2,1
hold endpoints to repair,0,0
[synth_stat cells]
library cell	number
buf_4	32
dfrtp_1	13
mux2i_1	5
inv_1	3
a21o_1	2
a21oi_1	2
nand2_1	2
xor2_1	2
conb_1	1
nand3b_1	1
o21ai_0	1
[worst max path at each step]
stage | from | to | slack [ns] | cells past startpoint
CTS | master.write_done | write_done | 0.004 | 1
finish | master.read_done | read_done | 0.08 | 1
global route | master.read_done | read_done | 0.05 | 1
[metrics by stage]
stage	setup slack (ns)	area [um^2]	hold WS [ns]	TNS, ns	instances
6_report	0.0815	724	0.267	0	123
5_1_grt	0.0463	724	0.294	0	123
4_1_cts	0.00406	729	0.274	0	123
3_5_place_dp	-0.00645	689	0.410	-0.00981	119
3_3_place_gp	-0.0129	689	0.404	-0.0194	119
2_1_floorplan	0.321	810	-0.0956	0	95
[power by group through the flow]
stage / logic, mW / clock network (mW) / registers, mW
final: 0.337 / 0.455 / 1.00
after CTS: 0.364 / 0.476 / 1.01
after global routing: 0.401 / 0.505 / 1.05
[cells by family (layout without fill, tap and decap cells)]
group | Yosys count | count (layout)
AOI/OAI and AO/OA | 5 | 5
xor gates and xnor gates | 2 | 2
buffers and inverters | 35 | 13
DFF | 13 | 13
muxes | 5 | 5
other | 1 | 32
and+or+nand+nor | 3 | 3
[cell usage in the layout (no fill, tap or decap), drive strengths merged]
cell type,Yosys,layout
mux2i,5,5
buf,32,2
inv,3,3
o21ai,1,1
a21o,2,2
nand3b,1,1
nand2,2,2
conb,1,32
clkdlybuf4s50,0,3
dfrtp,13,13
clkbuf,0,5
a21oi,2,2
xor2,2,2
[layer usage]
layer	part of all wire, %	wire, um	global-route usage (%)
met1	40	444	3.01
met3	3.4	37	0.477
met4	3.4	37	1.20
met5	0	0	0
met2	53	582	5.41
No activity file was given, so power comes from the tool's default toggle rates.
